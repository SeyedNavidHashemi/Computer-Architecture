[design/flow/design.v]
`timescale 1ns/1ns
module Register_file(clk, A1, A2, A3, WD, RD1, RD2, Reg_write);
input clk, Reg_write;
input [4:0] A1, A2, A3;
inout [31:0] WD;
output [31:0] RD1, RD2;
reg [31:0] register_file [0:31];
assign RD1 = register_file[A1];
assign RD2 = register_file[A2];
initial register_file[0] = 32'd0;
always @(posedge clk) begin
    if(Reg_write)
        if(A3 != 5'b00000)
            register_file[A3] = WD;
end
endmodule
[design/flow/run.sh]
#!/bin/bash
# OpenROAD 26Q1-2900-gdf79404cd8, Yosys 0.63+post, stock flow scripts
make -C /OpenROAD-flow-scripts/flow DESIGN_CONFIG=/design/flow/config.mk WORK_HOME=/design/flow/orfs finish
[design/flow/config.mk]
export PLATFORM = sky130hd
export DESIGN_NAME = Register_file
export DESIGN_NICKNAME = Register_file
export VERILOG_FILES = /design/flow/design.v
export SDC_FILE = /design/flow/constraint.sdc
export NUM_CORES = 4
export LEC_CHECK = 1
export CORE_UTILIZATION = 50
[design/flow/constraint.sdc]
current_design Register_file

set clk_period 7.5
set clk_io_pct 0.2

create_clock -name clk0 -period $clk_period [get_ports {clk}]

set non_clock_inputs [all_inputs -no_clocks]
set_input_delay [expr $clk_period * $clk_io_pct] -clock clk0 $non_clock_inputs
set_output_delay [expr $clk_period * $clk_io_pct] -clock clk0 [all_outputs]
==> results.txt <==
Initial Util - 50.42%
Run status - stopped before the end
Clk sink count - 1024
Endpoints left unconstrained - 32
Row count - 114
Gpl congestion - 0.8757
Setup WS pre-CTS - 1.357 ns
Top cell area share - 63.07%
Async SR Flop Fraction - 0%
Cells after Synth - 3386
Post-DP HPWL - 82660 microns
Yosys cell count - 3386
Yosys top cell by area - edfxtp_1
CTS Buffer Depth - 3
Number of enable flip-flop cells - 1024
Setup bufs post-CTS - 0
Seq cells post-synth - 1024
Commonest flop - edfxtp_1
Biggest area cells - edfxtp_1, mux2i_1, a22oi_1
Die X - 314.3 microns
# port buffers - 80
Die height - 314.3 microns
Num ports - 113
Netlist cell types - 24
Yosys warning count - 1
Cts hold-fix bufs - 0
Htree depth - 3
Num CTS Buffers - 111
Avg Cell Area, Syn - 14.40 sq um
Yosys Chip Area - 48760 sq um
Stop stage - global routing
Cell Area, Synth - 48760 sq um
Sequential-to-total area share from yosys stat - 63.07%
Post-CTS resize count - 0
Synth top cells by count - edfxtp_1, mux2i_1, nand2_1, nand3_1
Clock root cell - clkbuf_16
Placed insts - 4620
Largest net degree at the start of global routing - 92
Halt Reason - [ERROR RSZ-0074] Failed to build tree from global routes for pin 'WD[9]' and net 'WD[9]' at grid (3450, 106950): found route to 33 pins, expected 32
==> per-stage QoR <==
| step | hold WS [ns] | area [sq um] | util [%] | total power [mW] |
|---|---|---|---|---|
| 4_1_cts | 0.8753 | 54630 | 56.49 | 12.89 |
| 3_5_place_dp | 1.600 | 51080 | 52.82 | 7.621 |
| 3_3_place_gp | 1.600 | 51080 | 52.82 | 7.614 |
| 2_1_floorplan | 1.599 | 48870 | - | 7.197 |
==> cells by family after synthesis <==
logic type	after synthesis	share of synthesized area, %
AND-OR/OR-AND	576	8.048
buffers and inverters	253	3.146
flip-flops	1024	63.07
multiplexers	1024	21.02
other	1	0.007691
AND/OR/NAND/NOR	508	4.709
Power and IR drop assume default switching activity.
